**design.v**
```verilog
module ID_EX (
    clk, 
    R, 
    MemtoReg_id, 
    RegWrite_id, 
    MemWrite_id, 
    MemRead_id, 
    ALUCode_id, 
    ALUSrcA_id, 
    ALUSrcB_id, 
    PC_id, Imm_id, 
    rdAddr_id, 
    rs1Addr_id, 
    rs2Addr_id, 
    rs1Data_id, 
    rs2Data_id,
    MemtoReg_ex, 
    RegWrite_ex, 
    MemWrite_ex, 
    MemRead_ex, 
    ALUCode_ex, 
    ALUSrcA_ex, 
    ALUSrcB_ex, 
    PC_ex, Imm_ex, 
    rdAddr_ex, 
    rs1Addr_ex, 
    rs2Addr_ex, 
    rs1Data_ex, 
    rs2Data_ex
    );
    input clk, R;
	input MemtoReg_id, RegWrite_id, MemWrite_id, MemRead_id;
	input[3:0] ALUCode_id;
	input ALUSrcA_id;
	input[1:0] ALUSrcB_id;
	input[4:0] rdAddr_id, rs1Addr_id, rs2Addr_id;
    input[31:0] rs1Data_id, rs2Data_id, PC_id, Imm_id;
    output reg MemtoReg_ex, RegWrite_ex, MemWrite_ex, MemRead_ex;
	output reg [3:0] ALUCode_ex;
	output reg ALUSrcA_ex;
	output reg [1:0] ALUSrcB_ex;
	output reg [4:0] rdAddr_ex, rs1Addr_ex, rs2Addr_ex;
    output reg [31:0] rs1Data_ex, rs2Data_ex, PC_ex, Imm_ex;
    always@(posedge clk) begin
        if(R) begin
            MemtoReg_ex <= 0; 
            RegWrite_ex <= 0; 
            MemWrite_ex <= 0; 
            MemRead_ex <= 0;
            ALUCode_ex <= 0; 
            ALUSrcA_ex <= 0; 
            ALUSrcB_ex <= 0; 
            PC_ex <= 0; 
            Imm_ex <= 0; 
            rdAddr_ex <= 0;
            rs1Addr_ex <= 0;
            rs2Addr_ex <= 0;
            rs1Data_ex <= 0;
            rs2Data_ex <= 0;
        end
        else begin
            MemtoReg_ex <= MemtoReg_id; 
            RegWrite_ex <= RegWrite_id; 
            MemWrite_ex <= MemWrite_id; 
            MemRead_ex <= MemRead_id;
            ALUCode_ex <= ALUCode_id; 
            ALUSrcA_ex <= ALUSrcA_id; 
            ALUSrcB_ex <= ALUSrcB_id; 
            PC_ex <= PC_id; 
            Imm_ex <= Imm_id; 
            rdAddr_ex <= rdAddr_id;
            rs1Addr_ex <= rs1Addr_id;
            rs2Addr_ex <= rs2Addr_id;
            rs1Data_ex <= rs1Data_id;
            rs2Data_ex <= rs2Data_id;
        end
    end
endmodule
```
**run.sh**
```bash
#!/bin/bash
# OpenROAD 26Q1-2900-gdf79404cd8, Yosys 0.63+post, stock flow scripts
make -C /OpenROAD-flow-scripts/flow DESIGN_CONFIG=/design/flow/config.mk WORK_HOME=/design/flow/orfs finish
```
**config.mk**
```make
export PLATFORM = sky130hd
export DESIGN_NAME = ID_EX
export DESIGN_NICKNAME = ID_EX
export VERILOG_FILES = /design/flow/design.v
export SDC_FILE = /design/flow/constraint.sdc
export NUM_CORES = 4
export LEC_CHECK = 1
export CORE_AREA = 10 10 212 212
export DIE_AREA = 0 0 222 222
```
**constraint.sdc**
```tcl
current_design ID_EX

set clk_period 1.0
set clk_io_pct 0.2

create_clock -name clk0 -period $clk_period [get_ports {clk}]

set non_clock_inputs [all_inputs -no_clocks]
set_input_delay [expr $clk_period * $clk_io_pct] -clock clk0 $non_clock_inputs
set_output_delay [expr $clk_period * $clk_io_pct] -clock clk0 [all_outputs]
```
==> results.ini <==
[floorplanning]
die-area_um2 = 49300
die.size.x_um = 222
rows = 73
pin_count = 310
fp_util = 0.107
die_y_um = 222
standard_cell_core_area_um2 = 40000

[clock_tree]
cts_setup_buffers = 0
cts_tree = built
tritoncts.num_buffers = 17
cts_htree_levels = 4
clk_pin_slew_worst_paths_ns = 0.06
clock-root-buffer = sky130_fd_sc_hd__clkbuf_16
cts_num_sinks = 154
ctsLongestPathBuffers = 2

[run_status]
failing_checks = negative setup slack
run_status = finished, violations left

[timing]
timing.slew.headroom = 0.844
period_needed_ns = 1.14
setup_total_negative_slack_ns = -10.47
final-hold-violation-count = 0
slew_violations = 0
timing.fmax_mhz = 874
timing.final.setup_violations = 154
final_min_period_over_clock_period = 1.14
finalHoldWorstSlack_ns = 0.274
timing.final.ws_setup_ns = -0.144
max_slew.worst_pin.slew_ns = 0.234
grt_setup_unrepaired = yes

[route]
dr.first_iter.drc_count = 111
post_drt_via_cell_ratio = 2.78
uppermost_metal_layer_occupied_by_signal_nets = met4
drtPass1Iterations = 3
routedWlPerCell_um = 13.5
n_antenna_cell = 0
met1_length_um = 6390
met2RoutedLength_um = 6880
postRouteWirelength_um = 16000
route.vias.total = 3291
routed-wl-met3_um = 2280
drtAntennaViolNets = 0
route.detailed.drc = 0

[global_routing]
pin_count_of_the_biggest_net_entering_global_routing = 47
overflow = 0
antenna_violations_before_repair = 0
first_global_vias = 3544
grt_pass1_wl_um = 23000
grt.total_usage = 0.0620

[critical_path]
setup.worst_path.end_class = primary output
data_required_time_of_the_worst_path_ns = 0.80
setup.worst_path.start_class = flip-flop
cp_data_arrival_time_ns = 0.94
cell_class_contributing_the_biggest_share_of_worst_path_delay = flip-flops
worst-path-max-fanout = 1
cp_slowest_cell = sky130_fd_sc_hd__dfxtp_4
critical-path-max-stage-delay_ns = 0.36
critical_path.n_buffers_inverters = 1
crit_type = reg2out
crit_chain = buf_6

[synth]
ys_seq_frac = 0.718
synthesis.area_per_instance_um2 = 13.2
synth_stat.cells = 325
ys_chip_area_um2 = 4300
yosys_register_bits = 154
yosys-top-cells-area = sky130_fd_sc_hd__dfxtp_1 72%, sky130_fd_sc_hd__nor2b_1 16%, sky130_fd_sc_hd__nor2b_2 9.4%, sky130_fd_sc_hd__buf_6 2.1%, sky130_fd_sc_hd__buf_2 1.0%
ys.warnings.count = 1
syn_inst = 325
synth_area_leader_cell = sky130_fd_sc_hd__dfxtp_1
top_area_frac = 0.718
post_synth_instance_area_um2 = 4300
distinct_cell_type_count_after_synthesis = 5

[finish]
syn_to_final_growth_pct = 88.6
drive_above_1_share = 0.402

[power_and_ir_drop]
clock_power_share = 0.485
switch_share = 0.205
power.combinational.fraction = 0.089
power_density_cells_nw_per_um2 = 1900
cell_internal_pwr_w = 0.0122
total_switching_power_w = 0.00315
vdd_drop_max_v = 0.00117
power.leakage_nw = 3.44
seqPwrFrac = 0.426

[placement]
placement.setup.worst_slack_ns = -0.147
place_congestion = 0.761
port_bufs = 309
place.detailed.hpwl_um = 12200

[worst_hold_path]
hold_path.class = in2reg

[job]
max-cap-violations = 0
openroad.warnings = 27

## logic make-up after synthesis
| kind of cell | share of synthesized area |
|---|---|
| buf+inv | 0.0315 |
| flops | 0.718 |
| simple gates | 0.251 |
## routing by layer
metal  vias up  GRT usage
met1      1427     0.0689
li1       1618          -
met2       219     0.0923
met5         -          0
met4         0     0.0142
met3        27     0.0471
## path summary, 6_finish.rpt
kind	from	endpoint	slack [ns]	cells after the start
max	Imm_ex[6]$_SDFF_PP0_	Imm_ex[6]	-0.14	1
min	PC_id[4]	PC_ex[4]$_SDFF_PP0_	0.27	2
## state kept, by name, indices dropped and copies added, names as in the netlist
name         flops
PC_ex           32
Imm_ex          32
ALUSrcA_ex       1
MemWrite_ex      1
ALUSrcB_ex       2
MemtoReg_ex      1
ALUCode_ex       4
rs1Addr_ex       5
rs2Data_ex      32
rs2Addr_ex       5
rdAddr_ex        5
RegWrite_ex      1
MemRead_ex       1
rs1Data_ex      32
## area by class of cell
class / count / area, um2
tap: 525 / 657
sequential: 154 / 3120
timing repair buffer: 318 / 2570
multi-input combinational: 154 / 1080
fill: 4357 / 31900
clock inverter: 13 / 239
clock buffer: 18 / 439
## cell usage after synthesis
cell,count
sky130_fd_sc_hd__dfxtp_1,154
sky130_fd_sc_hd__nor2b_1,108
sky130_fd_sc_hd__buf_6,8
sky130_fd_sc_hd__buf_2,9
sky130_fd_sc_hd__nor2b_2,46
## per-stage QoR
stage | utilization | cells | power, W | cell area [um2]
floorplan | - | 325 | 0.00694 | 4300
global placement | 0.200 | 1148 | 0.00832 | 8010
detailed placement | 0.200 | 1148 | 0.00833 | 8010
CTS | 0.200 | 1180 | 0.0157 | 7990
global route | 0.203 | 1182 | 0.0161 | 8100
finish | 0.203 | 1182 | 0.0154 | 8100
## power groups by stage
stage         sequential (W)  clock [W]  combinational (W)
global route         0.00658    0.00802            0.00151
finish               0.00655    0.00745            0.00137
CTS                  0.00655    0.00780            0.00136
## repair_timing
item | 4_1_cts | 5_1_grt
setup endpoints to repair | 154 | 201
gates resized | 520 | 18
hold endpoints to repair | 2 | 0
gates cloned | 0 | 2
hold buffers | 1 | 0
## cell usage in the layout (no fill, tap or decap)
cell type	count
sky130_fd_sc_hd__clkdlybuf4s50_1	154
sky130_fd_sc_hd__buf_2	144
sky130_fd_sc_hd__dfxtp_1	130
sky130_fd_sc_hd__nor2b_1	108
sky130_fd_sc_hd__nor2b_2	46
sky130_fd_sc_hd__dfxtp_2	23
sky130_fd_sc_hd__clkbuf_16	19
sky130_fd_sc_hd__buf_6	10
sky130_fd_sc_hd__bufinv_16	6
sky130_fd_sc_hd__inv_6	3
sky130_fd_sc_hd__buf_16	3
sky130_fd_sc_hd__clkinv_4	2
sky130_fd_sc_hd__clkinvlp_4	2
sky130_fd_sc_hd__buf_12	2
sky130_fd_sc_hd__buf_4	2
sky130_fd_sc_hd__dfxtp_4	1
sky130_fd_sc_hd__clkbuf_8	1
sky130_fd_sc_hd__dlygate4sd3_1	1
No activity file was given, so power comes from the tool's default toggle rates.

### run.sh
#!/bin/bash
# OpenROAD 26Q1-2900-gdf79404cd8, Yosys 0.63+post, stock flow scripts
make -C /OpenROAD-flow-scripts/flow DESIGN_CONFIG=/design/flow/config.mk WORK_HOME=/design/flow/orfs finish
### config.mk
export PLATFORM = sky130hd
export DESIGN_NAME = Decode
export DESIGN_NICKNAME = Decode
export VERILOG_FILES = /design/flow/design.v
export SDC_FILE = /design/flow/constraint.sdc
export NUM_CORES = 4
export LEC_CHECK = 1
export CORE_AREA = 10 10 108 108
export DIE_AREA = 0 0 118 118
### constraint.sdc
current_design Decode

set clk_period 1.9
set clk_io_pct 0.2

create_clock -name clk0 -period $clk_period

set non_clock_inputs [all_inputs -no_clocks]
set_input_delay [expr $clk_period * $clk_io_pct] -clock clk0 $non_clock_inputs
set_output_delay [expr $clk_period * $clk_io_pct] -clock clk0 [all_outputs]
### design.v
module Decode(   
	MemtoReg, RegWrite, MemWrite, MemRead,ALUCode,ALUSrcA,ALUSrcB,Jump,JALR,Imm,offset,
    Instruction);
	input [31:0]	Instruction;	 
	output		   MemtoReg;		 
	output		   RegWrite;		 
	output		   MemWrite;		 
	output         MemRead;
	output [3:0]   ALUCode;          
	output      	ALUSrcA;
	output [1:0]   ALUSrcB;
	output         Jump;
	output         JALR;
	output[31:0]   Imm,offset;
	parameter  R_type_op=   7'b0110011;
	parameter  I_type_op=   7'b0010011;
	parameter  SB_type_op=  7'b1100011;
	parameter  LW_op=       7'b0000011;
	parameter  JALR_op=     7'b1100111;
	parameter  SW_op=       7'b0100011;
	parameter  LUI_op=      7'b0110111;
	parameter  AUIPC_op=    7'b0010111;	
	parameter  JAL_op=      7'b1101111;	
   parameter  ADD_funct3 =     3'b000 ;
   parameter  SUB_funct3 =     3'b000 ;
   parameter  SLL_funct3 =     3'b001 ;
   parameter  SLT_funct3 =     3'b010 ;
   parameter  SLTU_funct3 =    3'b011 ;
   parameter  XOR_funct3 =     3'b100 ;
   parameter  SRL_funct3 =     3'b101 ;
   parameter  SRA_funct3 =     3'b101 ;
   parameter  OR_funct3 =      3'b110 ;
   parameter  AND_funct3 =     3'b111;
   parameter  ADDI_funct3 =     3'b000 ;
   parameter  SLLI_funct3 =     3'b001 ;
   parameter  SLTI_funct3 =     3'b010 ;
   parameter  SLTIU_funct3 =    3'b011 ;
   parameter  XORI_funct3 =     3'b100 ;
   parameter  SRLI_funct3 =     3'b101 ;
   parameter  SRAI_funct3 =     3'b101 ;
   parameter  ORI_funct3 =      3'b101 ;
   parameter  ANDI_funct3 =     3'b111;
   parameter	 alu_add=  4'b0000;  
   parameter	 alu_sub=  4'b0001;  
   parameter	 alu_lui=  4'b0010;  
   parameter	 alu_and=  4'b0011;  
   parameter	 alu_xor=  4'b0100;  
   parameter	 alu_or =  4'b0101;  
   parameter 	 alu_sll=  4'b0110;  
   parameter	 alu_srl=  4'b0111;  
   parameter	 alu_sra=  4'b1000;  
   parameter	 alu_slt=  4'b1001;  
   parameter	 alu_sltu= 4'b1010;  
	wire [6:0]		op;
	wire  	 	    funct6_7;
	wire [2:0]		funct3;
	assign op			= Instruction[6:0];
	assign funct6_7		= Instruction[30];
 	assign funct3		= Instruction[14:12];
  wire R_type, I_type, SB_type, LW, JALR, SW, LUI, AUIPC, JAL;
  assign R_type = (op == R_type_op);
  assign I_type = (op == I_type_op);
  assign SB_type = (op == SB_type_op);
  assign LW = (op == LW_op);
  assign JALR = (op == JALR_op);
  assign SW = (op == SW_op);
  assign LUI = (op == LUI_op);
  assign AUIPC = (op == AUIPC_op);
  assign JAL = (op == JAL_op);
  assign MemtoReg = LW;
  assign MemRead = LW;
  assign MemWrite = SW;
  assign RegWrite = R_type || I_type || LW || JALR || LUI || AUIPC || JAL;
  assign Jump = JALR || JAL;
  assign ALUSrcA = JALR || JAL || AUIPC;
  assign ALUSrcB[1] = JAL || JALR;
  assign ALUSrcB[0] = ~(R_type || JAL || JALR);
  reg [3:0] ALUCode;
  always @(*) begin
    if(LUI) begin
      ALUCode = alu_lui;
    end
    else if(R_type || I_type) begin
      case (funct3)
        ADD_funct3: begin
          if(funct6_7) begin
            ALUCode = alu_sub;
          end
          else if(~funct6_7) begin
            ALUCode = alu_add;
          end
        end
        SLL_funct3: begin
          if(~funct6_7) begin
            ALUCode = alu_sll;
          end
        end
        SLT_funct3: begin
          if(~funct6_7) begin
            ALUCode = alu_slt;
          end
        end
        SLTU_funct3: begin
          if(~funct6_7) begin
            ALUCode = alu_sltu;
          end
        end
        XOR_funct3: begin
          if(~funct6_7) begin
            ALUCode = alu_xor;
          end
        end
        SRL_funct3: begin
          if(funct6_7) begin
            ALUCode = alu_sra;
          end
          else if(~funct6_7) begin
            ALUCode = alu_srl;
          end
        end 
        OR_funct3: begin
          if(~funct6_7) begin
            ALUCode = alu_or;
          end
        end
        AND_funct3: begin
          if(~funct6_7) begin
            ALUCode = alu_and;
          end
        end
        default: ALUCode = alu_add;
      endcase
    end
    else begin
      ALUCode = alu_add;
    end
  end
  reg [31:0] Imm, offset;
  wire Shift;
  assign Shift = (funct3 == 1)||(funct3 == 5);
  always @(*) begin
    if(I_type) begin
      Imm = Shift ? {26'd0, Instruction[25:20]} : {{20{Instruction[31]}}, Instruction[31:20]};
    end
    else if(LW) begin
      Imm = {{20{Instruction[31]}}, Instruction[31:20]};
    end
    else if(JALR) begin
      offset = {{20{Instruction[31]}},Instruction[31:20]};
    end
    else if(SW) begin
      Imm = {{20{Instruction[31]}},Instruction[31:25],Instruction[11:7]};
    end
    else if(JAL) begin
      offset = {{11{Instruction[31]}}, Instruction[31], Instruction[19:12] , Instruction[20], Instruction[30:21], 1'b0};
    end
    else if(LUI || AUIPC) begin
      Imm = {Instruction[31:12], 12'd0};
    end
    else if(SB_type) begin
      offset = {{19{Instruction[31]}}, Instruction[31], Instruction[7],Instruction[30:25] , Instruction[11:8], 1'b0};
    end
  end
endmodule
==> impl_metrics.ini <==
; generated from flow reports
[power]
pwr-share-clk_pct = 0
combinationalPowerShare_pct = 80.4
power_frac_seq_pct = 19.6
power_switching_share_pct = 34.7
power.switching_mw = 0.157
power.density_nw_per_um2 = 144
internal_power_mw = 0.295
power_leakage_nw = 1.31
worst_ir_drop_vdd_uv = 54.6

[final_timing]
endpoints_left_unconstrained = 125
finalSetupViolations = 0
period_needed_ns = 1.85
fmax_mhz = 540
setup_ws_ns = 0.0484
grt_setup_unrepaired = false
hold_violations = 0
post-route-period-util_pct = 97.5
register_pins_left_without_a_clock = 57
slew_at_the_pin_closest_to_its_max_slew_limit_ns = 0.850
finalMaxSlewViolations = 0
max_slew_margin_pct = 43.2

[floorplan]
floorplanUtilization_pct = 19.7
rows = 35
design.portCount = 109
core_outline_area_um2 = 9280
die_width_um = 118
dieHeight_um = 118
floorplan.die_area_um2 = 13900

[synthesis]
netlist_logic_family_top = AND-OR/OR-AND gates
synth_chip_area_um2 = 1830
yosysTopAreaCellShare_pct = 46.8
xor_share_pct = 0
synth.ff_latch_count = 57
common_cells = dlxtn_1 (57), o21ai_0 (21), o31ai_1 (16)
yosys_warnings = 1
number_of_flops_mapped_to_enable_cells_by_yosys = 0
synth.most_common_cell = dlxtn_1
yosys_most_used_dff = dlxtn_1
netlist_top_cells_area = dlxtn_1 (47%), o31ai_1 (6.6%), buf_4 (5.7%)
synth.avg_cell_area_um2 = 9.02
netlist_instances = 203
async_reset_ff_share_pct = 0
post_synth_and_or_nand_nor_area_fraction_pct = 13.7
largest_area_cell = dlxtn_1
synthDistinctLibCells = 38
post_synth_mux_share_pct = 3.08
syn-cell-area_um2 = 1830
post_synth_ao_oa_area_fraction_pct = 24.7
ys_cells = 203
synthAdderAreaFrac_pct = 0

[detailed_routing]
drt_first_pass_iters = 4
insertedDiodeCount = 0
drc = 0
postRouteWirelength_mm = 7.22
routed-via-count = 1874
antenna_violating_nets_post_route = 0
avgViaCountPerCell = 4.25
drt_first_iter_violations = 106
avgRoutedWirePerCell_um = 16.4

[worst_setup_path]
worst-endpoint-required_ns = 1.52
signal_arrival_time_at_the_worst_endpoint_ns = 1.47
critical_path.max_fanout = 3
startpoint_type = input pin
path_cells = clkdlybuf4s15_2 -> and4bb_2 -> buf_6 -> and3_4 -> o21ai_2 -> clkdlybuf4s15_1
largest_stage_delay_on_the_critical_path_ns = 0.36
slowest_stage = and4bb_2
end_kind = output pin
worstSetupPathType = in2out

[placed_design]
port_buffers = 109
gp_routability_congestion = 0.805
post-place-ws_ns = -0.613
post-dp-hpwl_mm = 5.54

[layout]
layout_cells_sized_above_1_pct = 20.8
area.growth.synth_to_final_pct = 71.2
final_design_utilization_pct = 33.7

[global_route]
first_global_vias = 1908
grt_max_degree = 24
grt-ovfl-total = 0
grt_usage_pct = 9.94
grt_antenna_before_repair = 0
global_route_wire_length_before_repair_mm = 11.2

[status]
run_status = complete, no violations

[job]
number_of_logged_tool_warnings = 32
max-cap-violations = 0

[hold_path]
hold_path_class = in2out
==> layer usage <==
| metal | routed length [um] | global-route usage, % |
|---|---|---|
| met1 | 3350 | 13.5 |
| met2 | 3340 | 16.4 |
| met3 | 531 | 2.92 |
| met4 | 0 | 0 |
| met5 | 0 | 0 |
==> power groups by stage <==
| stage | clock network (mW) | logic [mW] | registers (mW) |
|---|---|---|---|
| CTS | 0 | 0.372 | 0.0897 |
| global route | 0 | 0.396 | 0.0942 |
| finish | 0 | 0.363 | 0.0885 |
==> cell usage in the layout, fill, tap and decap left out, types with 4 or more instances in the layout <==
cell type / netlist / final
nor3_1: 5 / 4
nor3b_1: 6 / 6
o21ai_0: 21 / 19
a31o_2: 8 / 8
o31ai_1: 16 / 16
mux2_2: 5 / 5
a22oi_1: 5 / 5
buf_2: 6 / 7
dlxtn_1: 57 / 57
clkdlybuf4s50_1: 0 / 93
dlygate4sd2_1: 0 / 4
nor2_1: 9 / 9
nand3_1: 5 / 4
buf_4: 14 / 28
==> cell type report <==
| cell class | count | area, um2 |
|---|---|---|
| fill | 961 | 6150 |
| inverter | 4 | 20.0 |
| multi-input combinational | 112 | 805 |
| sequential | 57 | 856 |
| tap | 129 | 161 |
| timing repair buffer | 139 | 1290 |
==> final timing paths <==
check,start,to,depth (start not counted),slack (ns)
hold / removal,Instruction[5],ALUSrcA,4,1.28
setup / recovery,Instruction[6],ALUSrcB[0],6,0.05
==> what timing repair did <==
| action | 4_1_cts | 5_1_grt |
|---|---|---|
| resized | 52 | 4 |
| endpoints found under the setup margin | 9 | 2 |
| hold buffers | 0 | 0 |
| pin swaps | 4 | 2 |
| setup buffers | 5 | 3 |
| endpoints found under the hold margin | 0 | 0 |
==> through the flow <==
| step | power (mW) | cell area (um2) | cells | hold slack, ns | TNS (ns) |
|---|---|---|---|---|---|
| 2_1_floorplan | 0.204 | 1830 | 203 | 0.780 | 0 |
| 3_3_place_gp | 0.452 | 3060 | 434 | 1.86 | -4.42 |
| 3_5_place_dp | 0.454 | 3060 | 434 | 1.85 | -4.41 |
| 4_1_cts | 0.461 | 3130 | 439 | 1.28 | 0 |
| 5_1_grt | 0.490 | 3130 | 441 | 1.31 | 0 |
| 6_report | 0.451 | 3130 | 441 | 1.28 | 0 |
==> cell families after synthesis <==
kind of cell | count (synthesis)
multiplexers | 5
AND-OR/OR-AND | 65
latches | 57
AND/OR/NAND/NOR | 42
buffers and inverters | 34
==> critical path, delay by kind of cell <==
kind,cells,cell delay [ns]
compound gates,1,0.05
buf+inv,3,0.50
simple gates,2,0.54
==> state kept, by name, summed over array words and instances (netlist names) <==
signal / count
ALUCode: 4
Imm: 32
offset: 21
Power is estimated from default activity; no workload was simulated.

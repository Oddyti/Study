<file path="flow/design.v">
module RBWRegisters(
    ReadRegister1,
    ReadRegister2,
    WriteData,    
    WriteRegister,   
    clk,
    RegWrite,     
    ReadData1,
    ReadData2
);
    input clk;
    input[4:0] ReadRegister1, ReadRegister2, WriteRegister; 
    input[31:0] WriteData;
    input RegWrite;
    output[31:0] ReadData1, ReadData2;
    reg [31:0]regs [31:0]; 
    assign ReadData1= (ReadRegister1 == 5'b0) ? 32'b0 : regs[ReadRegister1]; 
    assign ReadData2= (ReadRegister2 == 5'b0) ? 32'b0 : regs[ReadRegister2]; 
    always @ (posedge clk) if (RegWrite) regs[WriteRegister] <= WriteData;  
endmodule
module Registers (
    clk, 
    rs1Addr, 
    rs2Addr, 
    WriteAddr, 
    RegWrite, 
    WriteData, 
    rs1Data, 
    rs2Data
); 
    input clk;
    input RegWrite;
    input [4:0] rs1Addr, rs2Addr, WriteAddr;
    input [31:0] WriteData;
    output [31:0] rs1Data, rs2Data;
    wire [31:0] ReadData1, ReadData2;
    wire rs1Sel, rs2Sel; 
    RBWRegisters RBWRegisters1(
        .ReadRegister1(rs1Addr),
        .ReadRegister2(rs2Addr),
        .WriteData(WriteData),    
        .WriteRegister(WriteAddr),   
        .clk(clk),
        .RegWrite(RegWrite),     
        .ReadData1(ReadData1),
        .ReadData2(ReadData2)
    );
    assign rs1Sel= RegWrite && (WriteAddr !=0) && (WriteAddr ==rs1Addr);
    assign rs2Sel= RegWrite && (WriteAddr !=0) && (WriteAddr ==rs2Addr);
    assign rs1Data = rs1Sel?WriteData:ReadData1;
    assign rs1Data = rs2Sel?WriteData:ReadData2;
endmodule
</file>
<file path="flow/run.sh">
#!/bin/bash
# OpenROAD 26Q1-2900-gdf79404cd8, Yosys 0.63+post, stock flow scripts
make -C /OpenROAD-flow-scripts/flow DESIGN_CONFIG=/design/flow/config.mk WORK_HOME=/design/flow/orfs finish
</file>
<file path="flow/config.mk">
export PLATFORM = sky130hd
export DESIGN_NAME = Registers
export DESIGN_NICKNAME = Registers
export VERILOG_FILES = /design/flow/design.v
export SDC_FILE = /design/flow/constraint.sdc
export NUM_CORES = 4
export LEC_CHECK = 1
export CORE_UTILIZATION = 40
</file>
<file path="flow/constraint.sdc">
current_design Registers

set clk_period 13.9
set clk_io_pct 0.2

create_clock -name clk0 -period $clk_period [get_ports {clk}]

set non_clock_inputs [all_inputs -no_clocks]
set_input_delay [expr $clk_period * $clk_io_pct] -clock clk0 $non_clock_inputs
set_output_delay [expr $clk_period * $clk_io_pct] -clock clk0 [all_outputs]
</file>
==> flow_metrics.env <==
# source this file to load flow results
export IMPL_async_flop_share_pct=0
export IMPL_worst_ep_required_time_ns=11.12
export IMPL_cts_buffer_depth=3
export IMPL_setup_violations=0
export IMPL_criticalPathCategory="in2out"
export IMPL_coreArea_sq_um=98400
export IMPL_hold_worst_slack_ns=2.94
export IMPL_wire_per_inst_um=29.0
export IMPL_cts_root_buf="clkbuf_16"
export IMPL_drc=0
export IMPL_ys_warn_count=65
export IMPL_cts_sinks=1023
export IMPL_fillCellCount=7968
export IMPL_min_period_ns=9.62
export IMPL_arrival_ns=6.84
export IMPL_synth_area_leader_cell="edfxtp_1"
export IMPL_power_mw=6.35
export IMPL_cts_buffers=98
export IMPL_post_synth_num_cell_types=38
export IMPL_relSlewSlack_pct=32.8
export IMPL_place_gp_congestion=0.810
export IMPL_post_route_period_util_pct=69.2
export IMPL_overflow=0
export IMPL_cts_setup_buffers=0
export IMPL_io_buffers=80
export IMPL_peakVddDrop_uv=109
export IMPL_top_regs="RBWRegisters1.regs x1023"
export IMPL_whs_path_depth=2
export IMPL_cts_resized=0
export IMPL_dp_slack_ns=4.17
export IMPL_ant_nets=0
export IMPL_grt_setup_unrepaired="false"
export IMPL_grtUsageTotal_pct=21.8
export IMPL_topCellsByArea="edfxtp_1 77%, mux4_2 12%, mux2i_1 2.8%"
export IMPL_ys_ff=1023
export IMPL_hp_start="WriteData[5]"
export IMPL_synth_area_per_cell_sq_um=22.0
export IMPL_cp_end_kind="output pin"
export IMPL_drv_cap=0
export IMPL_dpl_cell_count=3158
export IMPL_htreeDepth=3
export IMPL_edf_count=1023
export IMPL_grt_max_degree=85
export IMPL_startpoint_type="input pin"
export IMPL_hp_class="in2reg"
export IMPL_cts_hold_buf=0
export IMPL_dr_total_vias=19000
export IMPL_fp_util_pct=40.4
export IMPL_syn_instance_count=1812
export IMPL_dp_hpwl_um=51400
export IMPL_yosys_area_sq_um=39800
export IMPL_ys_seq_share_pct=77.2
export IMPL_status="completed"
export IMPL_ys_flop_type="edfxtp_1"
export IMPL_first_pass_iters=5
export IMPL_cts_tree="built"
export IMPL_drive_above_1_share_pct=24.5
export IMPL_grt_pass1_wl_um=143000
export IMPL_core_rowCount=115
export IMPL_layout_top_cells="1023 x edfxtp_1, 219 x mux4_2, 110 x mux2i_1"
export IMPL_ys_cells=1812
export IMPL_hold_path_end="RBWRegisters1.regs[0][5]$_DFFE_PP_"
export IMPL_fin_setup_tns_ns=0
export IMPL_grt_pass1_vias=21200
export IMPL_warnings=26
export IMPL_layout_cells_non_filler=3339
export IMPL_clk_pin_slew_ns=0.06
export IMPL_hold_viol=0
export IMPL_largest_register="RBWRegisters1.regs"
export IMPL_synth_top_area_share_pct=77.2
export IMPL_largest_register_ffs=1023
export IMPL_drt_initial_drc_count=1029
export IMPL_worst_slew_pin_slew_ns=1.00
export IMPL_via_per_inst=5.70
export IMPL_power_density_nw_per_um2=140
export IMPL_routed_wl_um=96900
export IMPL_die_h_um=317
export IMPL_area_growth_synth_to_final_pct=14.2
export IMPL_p_leak_nw=14.2
export IMPL_setup_slack_ns=4.28
export IMPL_antenna_found_initial=6
export IMPL_ios=113
export IMPL_path_max_fanout=60
export IMPL_slew_violations=0
export IMPL_fmax_mhz=104
export IMPL_synthesis_area_sq_um=39800
export IMPL_lay_top_count="edfxtp_1"
export IMPL_die_width_um=317
export IMPL_chip_area_sq_um=101000
==> how the worst max path moves through the flow <==
stage | startpoint | end | slack [ns]
after CTS | rs1Addr[0] | rs1Data[12] | 4.16
after global routing | rs1Addr[0] | rs1Data[13] | 3.91
final | rs1Addr[0] | rs1Data[12] | 4.28
==> cells by family after synthesis <==
logic type,after synthesis,share of synthesized area (%)
flops,1023,77.2
mux,330,15.2
compound gates,196,3.65
buf+inv,143,2.29
simple gates,109,1.40
xor+xnor,10,0.220
other cells,1,0.00943
==> final cells by class <==
type                            count  area (sq um)  area share, %
Tap cell                         1287          1610           3.54
Sequential cell                  1023         30700           67.6
Inverter                            2          7.51         0.0165
Clock buffer                      113          2550           5.62
Timing Repair Buffer              169          1490           3.27
Multi-Input combinational cell    677          8520           18.7
Antenna cell                        4          10.0         0.0220
Clock inverter                     64           526           1.16
==> critical path: stages <==
cell,delay (ns)
buf_8,0.47
buf_4,0.75
buf_4,0.67
mux4_2,0.58
nor2b_1,0.14
a211oi_1,0.45
a211oi_2,0.10
a221o_1,0.33
clkdlybuf4s50_1,0.42
==> Yosys cell counts, types with 15 or more instances <==
| cell type | count |
|---|---|
| buf_6 | 20 |
| nor2_1 | 45 |
| a211oi_1 | 16 |
| a22oi_1 | 36 |
| edfxtp_1 | 1023 |
| buf_4 | 47 |
| o22ai_1 | 62 |
| mux2i_1 | 110 |
| a221o_1 | 30 |
| nor2b_1 | 15 |
| a21oi_1 | 37 |
| nor3_1 | 19 |
| buf_2 | 31 |
| mux4_2 | 219 |
| clkbuf_1 | 35 |
==> metal layers <==
metal  track usage (%)  vias to the layer above  wire [um]
li1                  -                     7948          -
met1              26.3                     9565      31500
met2              32.0                     1391      46100
met3              17.4                      122      17200
met4              3.57                        8       1930
met5              2.04                        -        180
==> stage by stage <==
stage / utilization [%] / area, sq um
final: 46.2 / 45400
after CTS: 46.1 / 45400
after detailed placement: 43.0 / 42300
after global routing: 46.2 / 45400
after floorplan: - / 39900
after global placement: 43.0 / 42300
==> where the power goes <==
part	leakage, nW	switching, mW	internal [mW]	total (mW)
logic	3.49	0.212	0.151	0.363
clock network	1.51	1.11	1.44	2.55
registers	9.22	0.00736	3.43	3.44
total	14.2	1.33	5.02	6.35
No activity file was given, so power comes from the tool's default toggle rates.
